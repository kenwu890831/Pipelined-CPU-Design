$ cat ./config.mk
export PLATFORM = sky130hd
export DESIGN_NAME = alu
export DESIGN_NICKNAME = alu
export VERILOG_FILES = /design/flow/design.v
export SDC_FILE = /design/flow/constraint.sdc
export NUM_CORES = 4
export LEC_CHECK = 1
export CORE_UTILIZATION = 50
$ cat ./constraint.sdc
current_design alu

set clk_period 16.1
set clk_io_pct 0.2

create_clock -name clk0 -period $clk_period

set non_clock_inputs [all_inputs -no_clocks]
set_input_delay [expr $clk_period * $clk_io_pct] -clock clk0 $non_clock_inputs
set_output_delay [expr $clk_period * $clk_io_pct] -clock clk0 [all_outputs]
$ cat ./design.v
module alu(dataA, dataB, ctlSignal, result, zero);
	input [2:0] ctlSignal;
	input [31:0] dataA, dataB;
	output [31:0] result;
	output zero;
	wire bInvert;
	wire [31:0] carryIn, sum;
	assign bInvert = (ctlSignal == 3'b110)? 1'b1:(ctlSignal == 3'b111)? 1'b1:1'b0 ;
	alu_oneBit bit0(.cout(carryIn[0]), .sum(sum[0]), .dataA(dataA[0]), .dataB(dataB[0]), .cin(bInvert), .bInvert(bInvert), .ctlSignal(ctlSignal));
	alu_oneBit bit1(.cout(carryIn[1]), .sum(sum[1]), .dataA(dataA[1]), .dataB(dataB[1]), .cin(carryIn[0]), .bInvert(bInvert), .ctlSignal(ctlSignal));
	alu_oneBit bit2(.cout(carryIn[2]), .sum(sum[2]), .dataA(dataA[2]), .dataB(dataB[2]), .cin(carryIn[1]), .bInvert(bInvert), .ctlSignal(ctlSignal));
	alu_oneBit bit3(.cout(carryIn[3]), .sum(sum[3]), .dataA(dataA[3]), .dataB(dataB[3]), .cin(carryIn[2]), .bInvert(bInvert), .ctlSignal(ctlSignal));
	alu_oneBit bit4(.cout(carryIn[4]), .sum(sum[4]), .dataA(dataA[4]), .dataB(dataB[4]), .cin(carryIn[3]), .bInvert(bInvert), .ctlSignal(ctlSignal));
	alu_oneBit bit5(.cout(carryIn[5]), .sum(sum[5]), .dataA(dataA[5]), .dataB(dataB[5]), .cin(carryIn[4]), .bInvert(bInvert), .ctlSignal(ctlSignal));
	alu_oneBit bit6(.cout(carryIn[6]), .sum(sum[6]), .dataA(dataA[6]), .dataB(dataB[6]), .cin(carryIn[5]), .bInvert(bInvert), .ctlSignal(ctlSignal));
	alu_oneBit bit7(.cout(carryIn[7]), .sum(sum[7]), .dataA(dataA[7]), .dataB(dataB[7]), .cin(carryIn[6]), .bInvert(bInvert), .ctlSignal(ctlSignal));
	alu_oneBit bit8(.cout(carryIn[8]), .sum(sum[8]), .dataA(dataA[8]), .dataB(dataB[8]), .cin(carryIn[7]), .bInvert(bInvert), .ctlSignal(ctlSignal));
	alu_oneBit bit9(.cout(carryIn[9]), .sum(sum[9]), .dataA(dataA[9]), .dataB(dataB[9]), .cin(carryIn[8]), .bInvert(bInvert), .ctlSignal(ctlSignal));
	alu_oneBit bit10(.cout(carryIn[10]), .sum(sum[10]), .dataA(dataA[10]), .dataB(dataB[10]), .cin(carryIn[9]), .bInvert(bInvert), .ctlSignal(ctlSignal));
	alu_oneBit bit11(.cout(carryIn[11]), .sum(sum[11]), .dataA(dataA[11]), .dataB(dataB[11]), .cin(carryIn[10]), .bInvert(bInvert), .ctlSignal(ctlSignal));
	alu_oneBit bit12(.cout(carryIn[12]), .sum(sum[12]), .dataA(dataA[12]), .dataB(dataB[12]), .cin(carryIn[11]), .bInvert(bInvert), .ctlSignal(ctlSignal));
	alu_oneBit bit13(.cout(carryIn[13]), .sum(sum[13]), .dataA(dataA[13]), .dataB(dataB[13]), .cin(carryIn[12]), .bInvert(bInvert), .ctlSignal(ctlSignal));
	alu_oneBit bit14(.cout(carryIn[14]), .sum(sum[14]), .dataA(dataA[14]), .dataB(dataB[14]), .cin(carryIn[13]), .bInvert(bInvert), .ctlSignal(ctlSignal));
	alu_oneBit bit15(.cout(carryIn[15]), .sum(sum[15]), .dataA(dataA[15]), .dataB(dataB[15]), .cin(carryIn[14]), .bInvert(bInvert), .ctlSignal(ctlSignal));
	alu_oneBit bit16(.cout(carryIn[16]), .sum(sum[16]), .dataA(dataA[16]), .dataB(dataB[16]), .cin(carryIn[15]), .bInvert(bInvert), .ctlSignal(ctlSignal));
	alu_oneBit bit17(.cout(carryIn[17]), .sum(sum[17]), .dataA(dataA[17]), .dataB(dataB[17]), .cin(carryIn[16]), .bInvert(bInvert), .ctlSignal(ctlSignal));
	alu_oneBit bit18(.cout(carryIn[18]), .sum(sum[18]), .dataA(dataA[18]), .dataB(dataB[18]), .cin(carryIn[17]), .bInvert(bInvert), .ctlSignal(ctlSignal));
	alu_oneBit bit19(.cout(carryIn[19]), .sum(sum[19]), .dataA(dataA[19]), .dataB(dataB[19]), .cin(carryIn[18]), .bInvert(bInvert), .ctlSignal(ctlSignal));
	alu_oneBit bit20(.cout(carryIn[20]), .sum(sum[20]), .dataA(dataA[20]), .dataB(dataB[20]), .cin(carryIn[19]), .bInvert(bInvert), .ctlSignal(ctlSignal));
	alu_oneBit bit21(.cout(carryIn[21]), .sum(sum[21]), .dataA(dataA[21]), .dataB(dataB[21]), .cin(carryIn[20]), .bInvert(bInvert), .ctlSignal(ctlSignal));
	alu_oneBit bit22(.cout(carryIn[22]), .sum(sum[22]), .dataA(dataA[22]), .dataB(dataB[22]), .cin(carryIn[21]), .bInvert(bInvert), .ctlSignal(ctlSignal));
	alu_oneBit bit23(.cout(carryIn[23]), .sum(sum[23]), .dataA(dataA[23]), .dataB(dataB[23]), .cin(carryIn[22]), .bInvert(bInvert), .ctlSignal(ctlSignal));
	alu_oneBit bit24(.cout(carryIn[24]), .sum(sum[24]), .dataA(dataA[24]), .dataB(dataB[24]), .cin(carryIn[23]), .bInvert(bInvert), .ctlSignal(ctlSignal));
	alu_oneBit bit25(.cout(carryIn[25]), .sum(sum[25]), .dataA(dataA[25]), .dataB(dataB[25]), .cin(carryIn[24]), .bInvert(bInvert), .ctlSignal(ctlSignal));
	alu_oneBit bit26(.cout(carryIn[26]), .sum(sum[26]), .dataA(dataA[26]), .dataB(dataB[26]), .cin(carryIn[25]), .bInvert(bInvert), .ctlSignal(ctlSignal));
	alu_oneBit bit27(.cout(carryIn[27]), .sum(sum[27]), .dataA(dataA[27]), .dataB(dataB[27]), .cin(carryIn[26]), .bInvert(bInvert), .ctlSignal(ctlSignal));
	alu_oneBit bit28(.cout(carryIn[28]), .sum(sum[28]), .dataA(dataA[28]), .dataB(dataB[28]), .cin(carryIn[27]), .bInvert(bInvert), .ctlSignal(ctlSignal));
	alu_oneBit bit29(.cout(carryIn[29]), .sum(sum[29]), .dataA(dataA[29]), .dataB(dataB[29]), .cin(carryIn[28]), .bInvert(bInvert), .ctlSignal(ctlSignal));
	alu_oneBit bit30(.cout(carryIn[30]), .sum(sum[30]), .dataA(dataA[30]), .dataB(dataB[30]), .cin(carryIn[29]), .bInvert(bInvert), .ctlSignal(ctlSignal));
	alu_oneBit bit31(.cout(carryIn[31]), .sum(sum[31]), .dataA(dataA[31]), .dataB(dataB[31]), .cin(carryIn[30]), .bInvert(bInvert), .ctlSignal(ctlSignal));
	assign result = (ctlSignal == 3'b111) ? {31'b0, sum[31]} : sum;
	assign zero = (result == 32'b0) ? 1'b1 : 1'b0;
endmodule
module alu_oneBit(cout, sum, dataA, dataB, cin, bInvert, ctlSignal);
	input dataA, dataB;
	input cin, bInvert;
	input [2:0] ctlSignal;
	output cout, sum;
	wire bi, s;
	wire _and, _or, _rca;
	and(_and, dataA, dataB);
	or(_or, dataA, dataB);
	xor(bi, dataB, bInvert);
	FullAdder tFullAdder(cout, s, dataA, bi, cin);
	assign sum = (ctlSignal == 3'b000)?_and : (ctlSignal == 3'b001)?_or : s ;
endmodule
module FullAdder(cout, s, a, b, cin);
	input a, b, cin;
	output cout, s;
	wire   e1, e2, e3, e4;
	or(e1, a, b);
	and(e2, e1, cin);
	and(e3, a, b);
	or(cout, e2, e3);
	xor(e4, a, b);
	xor(s, cin, e4);	
endmodule
$ cat ./run.sh
#!/bin/bash
# OpenROAD 26Q1-2900-gdf79404cd8, Yosys 0.63+post, stock flow scripts
make -C /OpenROAD-flow-scripts/flow DESIGN_CONFIG=/design/flow/config.mk WORK_HOME=/design/flow/orfs finish
==> commit_impl_results.txt <==
Log flow metrics for this revision

- After synthesis, the mean cell area works out to 7.77 um2.
* Number of different library cells in the post-synthesis netlist: 35
- Placer Congestion: 0.891
* Failing checks: setup timing
* Worst hold path cell count: 5
* Most frequent cells in the layout: sky130_fd_sc_hd__clkdlybuf4s50_1 (86), sky130_fd_sc_hd__nor2_1 (46), sky130_fd_sc_hd__fa_2 (30)
* Routed WL: 6650 um
- Area after detailed placement: 3260 um2
* Critical Path RT: 12,880 ps
* Via count of the first global-routing pass: 2,225
* Cell count in the Yosys report: 263
* Outcome: complete, but fails checks
- The layout summary lists the proportion of cells stronger than drive strength 1 as 28.8%.
* Worst-path cell with the longest stage delay: sky130_fd_sc_hd__a2111oi_0
- Sequential standard cell area: 0 um2
- Sum of net half-perimeters after detailed placement: 4680 um
- Part of the total power dissipated in sequential elements: 0%
- Post-route DRC violation count: 0
- Antenna diode instance count: 0
- The final layout contains a sequential cell count of 0.
- Max capacitance violation total: 0
- Looking at the max-slew report, the worst-margin pin has a slew of 766 ps.
* Data arrival at the endpoint of the critical path: 16,000 ps
- Yosys Chip Area: 2040 um2
- Netlist area before placement: 2040 um2
- In this run the remaining antenna-violating nets after routing total 0.
- 1st-pass router iterations: 4
- Rows: 22
- Largest cells by area after synthesis: sky130_fd_sc_hd__fa_1 (29%), sky130_fd_sc_hd__xnor2_1 (12%), sky130_fd_sc_hd__maj3_1 (9.3%), sky130_fd_sc_hd__nor2_1 (8.8%), sky130_fd_sc_hd__o21ai_0 (5.9%)
* Clock power share: 0%
- Summed over its instances, the top area cell type makes up 29.4% of the synthesized netlist area.
* Relative slew slack: 48.8%
- Net switching fraction of the power: 42.3%
- Largest stage delay on the critical path: 500 ps
* Total non-filler cell area in the finished layout: 3370 um2
- During placement, the flow inserted port buffers numbering 100.
* Number of primary I/O pins: 100
- Leakage: 1.24 nW
- sky130_fd_sc_hd__fa_1 takes more of the synthesized area than any other cell.
- Most used cell, CP: sky130_fd_sc_hd__fa_2
- The tightest hold path in the finished design has a slack of 7030 ps.
- Post-DR wirelength/cell: 15.9 um
* Area growth from synthesis to final layout: 64.7%
* Wire length of the first global-routing pass: 9940 um
* Clock buffers: 0
- Entering global routing, the biggest net connects 46 pins.
- Total congestion overflow after global routing: 0
- Fraction of the core area covered by cells at the end of the flow: 88.6%
- P_int: 0.0948 mW
- Mapped Cells: 263
- Counting only logic cells after layout, the most numerous master is sky130_fd_sc_hd__clkdlybuf4s50_1.
- Final total negative setup slack: -17,610 ps
- Areal power density over the cells: 48.8 nW/um2
- Combinational logic is responsible for 100.0% of the overall power.
* Log Warnings: 38
* Min-delay worst type: in2out
- Core region area: 3800 um2
- The die is 65.9 um wide.
- Setup violations remaining at the end of the flow were counted as 10.
- Total via count in the routed design: 2,348
- Count of final hold-check violations: 0
- Chip Height: 65.9 um
* Syn. warnings: 0
* Max Fclk: 0.0520 GHz
- In the floorplan report the effective utilization is 53.8%.
* DRC marker count from the first detailed-route iteration: 110
* Initial antenna violation count: 0
- Kind of critical path: in2out
- Peak supply drop: 0.0352 mV
* Overall Global Routing Usage: 30.4%
- Chip area: 4350 um2
- Net Switching: 0.0696 mW
* Setup repair after global routing missed its margin: yes
- The final critical path takes up 119% of the cycle.
- STA lists the maximum fanout along the critical path as 4.
* Endpoint kind of the worst setup timing path: output pin
* Final Slew Violations: 0
- Vias per inst: 5.60
- The critical path in the final layout is reported with a setup slack of -3120 ps.
* Part of the Yosys area used for sequential elements: 0%
- Time the final worst path needs with I/O delays and setup: 19,220 ps
- STA classifies the critical path startpoint as an input port.
through the flow:
step / worst slack, ps / instances / power, mW
4_1_cts: -3060 / 417 / 0.155
5_1_grt: -3550 / 419 / 0.181
3_5_place_dp: -3740 / 416 / 0.152
6_report: -3120 / 419 / 0.164
3_3_place_gp: -3700 / 416 / 0.150
2_1_floorplan: -2390 / 263 / 0.0733
cells in the mapped netlist, drive strengths merged:
master,instances
buf,12
o221ai,1
nand2b,3
nand4,2
nor4,7
o211ai,1
nand2,14
o21a,2
xnor2,29
maj3,23
nor2b,3
nor2,50
a32oi,1
a31oi,1
a211oi,2
clkbuf,5
or2,1
fa,30
or3,7
nand3,16
nor3,3
xor2,2
and3,1
o21ai,24
a21oi,10
ha,2
a2111oi,1
mux2i,1
inv,9
worst max-delay path: cells and delay by family:
family                   cells  cell delay [ps]
buffers and inverters        7              900
adder cells (fa/ha/maj)     30            10770
XOR/XNOR                     1              140
AND/OR/NAND/NOR              2              150
AND-OR/OR-AND                3              810
cell families after synthesis:
family | count (synthesis) | synth area share, %
AND-OR/OR-AND | 43 | 11.8
buffers and inverters | 26 | 7.40
multiplexers | 1 | 0.490
AND/OR/NAND/NOR | 107 | 25.0
adder cells (fa/ha/maj) | 55 | 42.1
XOR/XNOR | 31 | 13.3
path summary, 6_finish.rpt:
path,start,to,slack (ps)
hold / removal,ctlSignal[2],result[30],7030
setup / recovery,ctlSignal[1],zero,-3120
routing by layer:
metal	vias to the layer above	routed length [um]	share of wire, %	track usage (%)
met3	2	546	8.2	5.59
met1	1103	2870	43	45.1
met4	0	8	0.12	2.39
li1	1115	-	-	-
met5	-	0	0	0
met2	128	3230	49	49.6
repair_timing:
item,4_1_cts,5_1_grt
hold buffers,0,0
pin swaps,14,8
buffers inserted,3,2
cloned,0,0
endpoints found under the setup margin,12,12
resized,58,21
power groups by stage:
| stage | sequential, mW | clock, mW | combinational, mW |
|---|---|---|---|
| finish | 0 | 0 | 0.164 |
| global route | 0 | 0 | 0.181 |
| CTS | 0 | 0 | 0.155 |
cell type report:
type / count / area [um2]
multi-input cells: 237 / 2100
repair buffers: 125 / 1170
fillers: 197 / 432
well taps: 48 / 60.1
inverters: 9 / 33.8
Power figures rest on the tool's default switching activity, not on a simulated workload.
